==> flow/design.v <==
module mux(
    input [31:0] data_input_0,     
    input [31:0] data_input_1,     
    input select_signal,            
    output reg [31:0] out_selected_data  
);
    always @(*) begin
        if (select_signal == 1'b0) begin
            out_selected_data = data_input_0;    
        end else begin
            out_selected_data = data_input_1;    
        end
    end
endmodule
==> flow/run.sh <==
#!/bin/bash
# OpenROAD 26Q1-2900-gdf79404cd8, Yosys 0.63+post, stock flow scripts
make -C /OpenROAD-flow-scripts/flow DESIGN_CONFIG=/design/flow/config.mk WORK_HOME=/design/flow/orfs finish
==> flow/config.mk <==
export PLATFORM = sky130hd
export DESIGN_NAME = mux
export DESIGN_NICKNAME = mux
export VERILOG_FILES = /design/flow/design.v
export SDC_FILE = /design/flow/constraint.sdc
export NUM_CORES = 4
export LEC_CHECK = 1
export CORE_AREA = 10 10 70 70
export DIE_AREA = 0 0 80 80
export SYNTH_HDL_FRONTEND = slang
==> flow/constraint.sdc <==
current_design mux

set clk_period 1.0
set clk_io_pct 0.2

create_clock -name clk0 -period $clk_period

set non_clock_inputs [all_inputs -no_clocks]
set_input_delay [expr $clk_period * $clk_io_pct] -clock clk0 $non_clock_inputs
set_output_delay [expr $clk_period * $clk_io_pct] -clock clk0 [all_outputs]
==> changes_impl.md <==
## Implementation

- Most numerous cell in the Yosys netlist: mux2_4
- P&R area growth vs syn: 212%
- Min-delay worst type: primary input to output port
- Yosys stat cell total: 36
- N_diodes: 0
- Design Power: 660 uW
- Final WL: 2850 um
- Failing checks: negative setup slack
- Die Y-Extent: 80 um
- Rel. slew slack: 95.9%
- Hold path start: data_input_0[24]
- Compound-Gate Fraction of Synth Area: 0%
- Fmax: 0.851 GHz
- Mux share: 86.9%
- Final instance area: 0.00170 sq mm
- Port Buffers: 97
- Distinct lib cells: 4
- FF+latch area: 0 sq um
- Tcrit/Tclk final: 118%
- Yosys warning count: 0
- RD Place Congestion: 0.760
- Fin cells: 192
- Worst Path Required: 800 ps
- Worst-path fanout max: 7
- Placed inst area: 0.00154 sq mm
- Critical Path End Type: output port
- Biggest area cells: mux2_4, buf_12, mux2_2
- Syn Inst Count: 36
- Area leader, netlist: mux2_4
- Leakage: 0.990 nW
- Die X: 80 um
- Largest net degree at the start of global routing: 8
- Hold Path End: out_selected_data[24]
- Synth Seq Share: 0%
- Antenna-violating nets left: 0
- Number of clock buffers in the layout: 0
- Avg Vias per Cell: 3.80
- I/O pin count: 97
- Vias in the first global route: 824
- Max-slew violation count: 0
- Total die size: 0.00640 sq mm
- Grt ovf: 0
- Row count: 21
- Initial DRC Count: 4
- Placed cell count: 177
- Core region area: 0.00342 sq mm
- Post-CTS Hold Buffers: 0
- Gr usage total: 7.87%
- CP Launch Type: primary input
- Maximum Capacitance Violations: 0
- TNS Setup: -5030 ps
- Top area contributor share: 82.8%
- Final worst path period need: 1180 ps
- # DRC: 0
- Status: finished, violations left
- Post-Syn Area: 544 sq um
- Drt pass-1 iters: 2
- Hold Crit Depth: 3
- First-pass GRT wire length: 4150 um
- PD cells: 389 mW/mm^2
- Post-route setup slack: -175 ps
- Post-synth top cells: mux2_4, buf_12, mux2_2, buf_6
- Antenna violations before repair: 0
- WL/cell: 14.8 um
- And+or+nand+nor area frac: 0%
- Worst Max-Slew Pin Slew: 61.1 ps
- RSZ-0062 raised after global routing: true
- Final HPWL DP: 2400 um
- FP Util: 15.9%
- Top non-seq family: multiplexers
- Hold Fails Final Rpt: 0
- Worst EP arrival: 980 ps
- Post-Syn Area per Cell: 15.1 sq um
- Yosys adder share: 0%
- YS chip area: 544 sq um
- Critical setup path kind: primary input to output port
- Worst vdd rail ir drop: 0.000173 V
- Comb area: 480 sq um
- Via count: 730
- Share of cells above drive strength 1: 56.2%
- Log Warnings: 34
- Final setup viols: 32
- FF+latch count: 0
- FILL cells: 327
- Xor/xnor share of the synthesized area: 0%
[through the flow]
step                hold slack (ps)  util, %  worst slack [ps]
detailed placement             1330     45.0              -497
floorplan                       498        -              66.9
global placement               1330     45.0              -492
CTS                             800     47.0              -178
global route                    714     49.7              -194
finish                          694     49.7              -175
[kinds of logic after synthesis]
group / Yosys count
buffers and inverters: 4
multiplexers: 32
[layer usage]
metal / global-route usage (%) / routed length, um / part of all wire [%] / up-vias
li1: - / - / - / 362
met1: 8.97 / 1140 / 40 / 317
met2: 14.3 / 1390 / 49 / 51
met3: 3.07 / 313 / 11 / 0
met4: 0 / 0 / 0 / 0
met5: 0 / 0 / 0 / -
[worst max-delay path, stage by stage]
cell and delay [ps]:
buf_12 110, buf_12 130, buf_8 120, mux2_4 300, buf_6 110
[placed cells by master, fill, tap and decap left out]
master,n
buf_2,12
clkdlybuf4s50_1,10
mux2_4,32
buf_8,3
buf_6,29
buf_4,2
buf_16,1
dlymetal6s2s_1,14
buf_12,3
dlygate4sd2_1,40
[how the worst max path moves through the flow]
stage	slack, ps	from	to	depth (start not counted)
4_1_cts	-180	select_signal	out_selected_data[0]	5
5_1_grt	-190	select_signal	out_selected_data[31]	5
6_report	-180	select_signal	out_selected_data[31]	5
[final cells by class]
cell class         instances  share of cell area (%)
repair buffers           114                    68.3
multi-input cells         32                    28.3
well taps                 46                    3.39
[power by group]
group | switching (mW) | internal [mW]
registers | 0 | 0
clock network | 0 | 0
logic | 0.141 | 0.519
[what timing repair did]
item	in CTS	in global routing
cloned	1	0
buffers inserted	14	0
resized	170	23
setup endpoints to repair	32	32
Power and IR drop assume default switching activity.
